==> flow/design.v <==
module RLE(Data_In,Enable,fast_clock,data_clock,start,Data_out,Data_valid);
	input [7:0] Data_In;
	input Enable;
	input fast_clock;
	input data_clock;
	input start;
	output reg [7:0] Data_out;
	output reg Data_valid;
	reg [39:0] Data_buffer=40'h0000000000;
	reg Data_push;
	reg [7:0] prev_Data,prev_prev_Data;
	reg [7:0] count=8'h00,count_temp;
	reg countgt2,counteq255,Data_eq_Prev,Data_buffer2,Data_buffern;
	parameter ESC = 8'h1B;
	parameter IDLE=0, Rdy=1, count_increment =2, output_prev_data_with_count=3, output_Buffer_data_without_count=4, output_Buffer_data_without_count1=5, clear_count=6, Dummy=7;
	reg[2:0] state_signal=0, next_state_var;
	always @(posedge data_clock)
	begin
		if(start==1'b1)
			Data_eq_Prev=1'b1;
		else if(Data_In==prev_Data)
			Data_eq_Prev=1'b1;
		else
			Data_eq_Prev=1'b0;
	end
	always @(posedge data_clock)
	begin
		if(count==8'hFF)
			counteq255 = 1'b1;
		else
			counteq255= 1'b0;
	end
	always @(Enable,Data_eq_Prev,state_signal,countgt2,counteq255,prev_prev_Data,count)
   	begin
	if(Enable==1'b1) begin
      	case(state_signal)
		IDLE: begin
				next_state_var<= Rdy;
		end
		Rdy: begin
			if(Data_eq_Prev==1'b1 && counteq255==1'b0)
				next_state_var<= count_increment;
			else if((Data_eq_Prev==1'b0 && (countgt2==1'b1||prev_prev_Data == ESC)) || (Data_eq_Prev==1'b1 && counteq255==1'b1))
				next_state_var<= output_prev_data_with_count;
			else if(Data_eq_Prev==1'b0 && count==8'h01)
				next_state_var <= output_Buffer_data_without_count1;
			else
				next_state_var<= output_Buffer_data_without_count;
		end
		count_increment:begin
			next_state_var<= Dummy;	
		end
		output_prev_data_with_count: begin
			next_state_var<= clear_count;			
		end
		output_Buffer_data_without_count: begin
			next_state_var<= clear_count;
		end
		output_Buffer_data_without_count1: begin
			next_state_var<= clear_count;
		end
		clear_count: begin
			next_state_var<= IDLE;
		end
		Dummy: begin
			next_state_var<=IDLE;
		end
		endcase
	end
	else
		next_state_var<=IDLE;
	end
	always@(posedge fast_clock) 
	begin
		state_signal<=next_state_var;
	end
	always@(state_signal)
	begin
		case(state_signal)
		IDLE: begin
			Data_push<= 1'b0;
		end
		Rdy: begin
			Data_push<= 1'b0;
			prev_Data = Data_In;
			if(count>8'h02)
				countgt2=1'b1;
			else
				countgt2=1'b0;
		end
		count_increment:begin
			Data_push<= 1'b0;
			count<=count+8'h01;
		end
		output_prev_data_with_count: begin
			Data_push<= 1'b1;
			Data_buffern<=1'b1;
			Data_buffer2 <= 1'b0;
		end
		output_Buffer_data_without_count: begin
			Data_push<= 1'b1;
			Data_buffern<=1'b0;
			Data_buffer2 <= 1'b1;
		end
		output_Buffer_data_without_count1: begin
			Data_push<= 1'b1;
			Data_buffern<=1'b0;
			Data_buffer2 <= 1'b0;
		end
		clear_count: begin
			count_temp= count;
			count=8'h01;
		end
		Dummy: begin
		end
		endcase
	end
	always @(posedge data_clock)
	begin
	if(Data_buffer[15:0]==16'h0000)begin
		Data_out =  Data_buffer[23:16];
		Data_buffer = Data_buffer >> 24;
	end
	else if(Data_buffer[7:0]==8'h00)begin
		Data_out =  Data_buffer[15:8];
		Data_buffer = Data_buffer >> 16;
	end
	else begin
		Data_out =  Data_buffer[7:0];
		Data_buffer = Data_buffer >> 8;
	end
	if(Data_push==1'b1)begin
		if(Data_buffern==1'b1)
			Data_buffer[39:16] = {prev_prev_Data,count_temp,ESC};
		else if(Data_buffer2==1'b1) begin
			if(Data_buffer[31:16]==8'b0000)
				Data_buffer[31:16]= {prev_prev_Data,prev_prev_Data};
			else
				Data_buffer[39:24]= {prev_prev_Data,prev_prev_Data};
		end
		else begin
			if(Data_buffer[23:16]==8'b00)
				Data_buffer[23:16]= prev_prev_Data;
			else if(Data_buffer[31:24]==8'b00)
				Data_buffer[31:24]= prev_prev_Data;
			else
				Data_buffer[39:32]= prev_prev_Data;
		end
	end
		if(Data_out==8'h00)
			Data_valid = 1'b0;
		else
			Data_valid = 1'b1;	
		prev_prev_Data = prev_Data;
	end
endmodule
==> flow/run.sh <==
#!/bin/bash
# OpenROAD 26Q1-2900-gdf79404cd8, Yosys 0.63+post, stock flow scripts
make -C /OpenROAD-flow-scripts/flow DESIGN_CONFIG=/design/flow/config.mk WORK_HOME=/design/flow/orfs finish
==> flow/config.mk <==
export PLATFORM = sky130hd
export DESIGN_NAME = RLE
export DESIGN_NICKNAME = RLE
export VERILOG_FILES = /design/flow/design.v
export SDC_FILE = /design/flow/constraint.sdc
export NUM_CORES = 4
export LEC_CHECK = 1
export CORE_UTILIZATION = 30
==> flow/constraint.sdc <==
current_design RLE

set clk_period 5.2
set clk_io_pct 0.2

create_clock -name clk0 -period $clk_period [get_ports {data_clock}]
create_clock -name clk1 -period $clk_period [get_ports {fast_clock}]

set non_clock_inputs [all_inputs -no_clocks]
set_input_delay [expr $clk_period * $clk_io_pct] -clock clk0 $non_clock_inputs
set_output_delay [expr $clk_period * $clk_io_pct] -clock clk0 [all_outputs]
==> impl_metrics.json <==
{
  "cts_tree": "yes",
  "placementRows": 37,
  "worstSetupPathType": "reg2reg",
  "post_cts_buffers": 0,
  "synth-edff-count": 0,
  "crit_arrival_ns": 2.56,
  "syn_inst": 350,
  "status": "completed",
  "cts_resized": 0,
  "rsz0062_at_grt": "no",
  "cp.required_ns": 5.43,
  "dp.final_hpwl_um": 4710,
  "antenna_found_initial": 0,
  "warnings": 28,
  "grt_overflow": 0,
  "fin_util_pct": 36.3,
  "viasPerCell": 4.86,
  "area_growth_pct": 17.2,
  "routed_wl_um": 6600,
  "crit_fanout": 23,
  "power_density_nw_per_um2": 713,
  "cap_violations": 0,
  "hp-class": "reg2reg",
  "ir_drop_uv": 1000,
  "die_area_um2": 11100,
  "yosys_cells": 350,
  "syn_area_um2": 3190,
  "start_kind": "flip-flop",
  "cts.clk_slew.worst_paths_ns": 0.06,
  "skew_ns": 0.00775,
  "place.gp.congestion": 0.869,
  "antenna_cells": 0,
  "synth-async-reset-ratio_pct": 0,
  "p_leak_nw": 1.49,
  "first_global_vias": 2311,
  "cts_hold_buffers": 0,
  "drc": 0,
  "yosysWarnings": 9,
  "setup_violations": 0,
  "fp_util_pct": 30.9,
  "dr.pass1.iters": 5,
  "drive_gt1_share_pct": 8.00,
  "grt_pass1_wl_um": 11200,
  "holdWs_ns": 0.463,
  "wl_per_cell_um": 12.9,
  "unconstrained_endpoints": 37,
  "drt_iter0_drc": 174,
  "unclocked_regs": 28,
  "synth.distinct_cells": 51,
  "die_h_um": 105,
  "flop_cell": "dfxtp_1",
  "finalHoldViolCount": 0,
  "io_buffer_count": 19,
  "worstSetupEndpointType": "flip-flop",
  "grt_use_total_pct": 12.7,
  "tightestPinTransition_ns": 0.788,
  "vias": 2484,
  "drv_slew": 0,
  "grt_max_degree": 35,
  "core_area_um2": 10300,
  "ant_nets": 0,
  "die_x_um": 105,
  "relSlewSlack_pct": 47.5,
  "fin_setup_tns_ns": 0,
  "avgSynthCellArea_um2": 9.12,
  "synth-area-yosys_um2": 3190,
  "io_pins": 21,
  "synth-seq-cells": 90
}
[metrics by stage]
stage / worst slack (ns) / cell area (um2) / power [mW] / cells
after CTS: 2.91 / 3740 / 2.67 / 511
final: 2.87 / 3740 / 2.67 / 511
after global placement: 3.02 / 3500 / 2.18 / 492
after floorplan: 3.55 / 3190 / 1.89 / 350
after global routing: 2.71 / 3740 / 2.87 / 511
after detailed placement: 2.94 / 3500 / 2.18 / 492
[cells in the final DEF, fill, tap and decap left out, drive strengths merged, types with 5 or more instances in the layout]
cell type,count
dfxtp,62
dlxtn,28
a21o,7
a221oi,5
inv,9
a21oi,14
o21bai,5
nand2b,5
a31oi,19
clkdlybuf4s50,19
o31ai,5
nor4,9
clkbuf,15
a22o,7
xnor2,5
xor2,9
nor2,42
nand2,54
[metal layers]
metal | vias up | share of wire, % | GRT usage [%]
li1 | 1270 | - | -
met1 | 1155 | 51 | 19.2
met2 | 57 | 44 | 19.3
met3 | 2 | 5.1 | 3.43
met4 | 0 | 0.26 | 1.41
met5 | - | 0 | 0
[critical path, stage by stage (launching register included)]
cell,delay [ns]
dfxtp_1,0.34
nor4_4,0.41
and2_1,0.71
nor2_2,0.22
o21a_4,0.31
o32ai_1,0.24
[sequential cells by signal, summed over array words and instances, names as in the netlist]
register	cells
Data_buffer	40
Data_buffer2	1
Data_buffern	1
Data_eq_Prev	1
Data_out	8
Data_push	1
Data_valid	1
count	8
count_temp	8
counteq255	1
countgt2	1
prev_Data	8
prev_prev_Data	8
state_signal	3
[cells in the mapped netlist, types with 2 or more instances]
cell type / instances / area [um2]
nor2_1: 41 / 154
dfxtp_1: 62 / 1240
inv_1: 9 / 33.8
nand2b_1: 5 / 31.3
a31oi_1: 18 / 113
nor4_2: 2 / 25.0
a221oi_1: 5 / 43.8
buf_2: 3 / 15.0
a22o_1: 7 / 61.3
a22oi_1: 4 / 30.0
nand2_2: 2 / 12.5
o32ai_1: 3 / 26.3
clkbuf_1: 9 / 33.8
and2_1: 4 / 25.0
and3_1: 4 / 25.0
dlxtn_1: 28 / 420
o31ai_1: 5 / 37.5
nand3b_1: 2 / 15.0
xnor2_1: 5 / 43.8
o21ai_0: 4 / 20.0
a21o_1: 7 / 52.6
a21oi_1: 13 / 65.1
or4_1: 2 / 15.0
nand3_1: 4 / 20.0
ha_1: 3 / 37.5
nor4b_1: 2 / 17.5
o21bai_1: 5 / 37.5
xor2_1: 9 / 78.8
o21a_1: 3 / 22.5
a211oi_1: 2 / 15.0
nand2_1: 52 / 195
nor4_1: 6 / 37.5
buf_4: 2 / 15.0
[power breakdown]
group	switching [mW]	internal (mW)
clock network	0.189	0.296
registers	0.357	0.967
logic	0.446	0.415
total	0.991	1.68
[final cells by class]
class                      count  area [um2]
clock buffer                  15         196
clock inverter                 4        50.0
fill                        1019        6580
inverter                       9        33.8
multi-input combinational    237        1430
sequential                    90        1660
tap                          136         170
timing repair buffer          20         198
[worst paths after layout]
path                            from  slack [ns]  cells after the start         endpoint
min                   Data_buffer[7]        0.46                      1      Data_out[7]
min reg2reg           Data_buffer[7]        0.46                      1      Data_out[7]
min in group clk1    state_signal[0]        0.57                      2  state_signal[2]
max reg2reg           Data_buffer[8]        2.87                      5  Data_buffer[22]
max                   Data_buffer[8]        2.87                      5  Data_buffer[22]
max in group clk1  prev_prev_Data[7]        3.54                      4  state_signal[0]
[logic make-up after synthesis]
| group | share of synthesized area, % |
|---|---|
| buffers and inverters | 3.06 |
| flip-flops | 38.9 |
| multiplexers | 0.353 |
| AND/OR/NAND/NOR | 20.6 |
| adder cells (fa/ha/maj) | 1.18 |
| latches | 13.2 |
| AND-OR/OR-AND | 18.9 |
| XOR/XNOR | 3.84 |
Power figures rest on the tool's default switching activity, not on a simulated workload.
